==> flow/design.v <==
module fv_sb_inorder #(
  parameter DWIDTH = 4,
  parameter MAX_TRANS = 16
) (
  input logic clk,
  input logic rstn,
  input logic push_valid,
  input logic [DWIDTH-1:0] push_data,
  input logic pop_valid,
  input logic [DWIDTH-1:0] pop_data,
  output logic [$clog2(MAX_TRANS):0] cntr  
);
logic sample_now;
logic sampled_in, sampled_out;
logic [DWIDTH-1:0] tracked_data;
logic [DWIDTH-1:0] junk_data;
logic [$clog2(MAX_TRANS):0] cntr_next;
logic cntr_incr, cntr_decr;
logic compare_now;
always @(posedge clk or negedge rstn) begin
  if (!rstn) begin
    cntr <= '0;
    sampled_in <= 1'b0;
    sampled_out <= 1'b0;
  end else begin
    cntr <= cntr_next;
    sampled_in <= sample_now && push_valid ? 1'b1 : sampled_in;
    tracked_data <= sample_now && cntr_incr ? push_data : tracked_data;
    sampled_out <= compare_now ? 1'b1 : sampled_out;
  end
end
assign cntr_incr = push_valid && !sampled_in;
assign cntr_decr = pop_valid && !sampled_out;
assign cntr_next = cntr + cntr_incr - cntr_decr;
assign compare_now = (cntr == 1) && sampled_in && cntr_decr;
chk_data_forward_progress_ast:
                assert property (@(posedge clk) disable iff (!rstn)
                  sampled_in |-> s_eventually sampled_out);
chk_data_integrity_ast:
                assert property (@(posedge clk) disable iff (!rstn)
                  compare_now |-> (pop_data == tracked_data));
chk_counter_sanity_ast:
                assert property (@(posedge clk) disable iff (!rstn)
                   (cntr <= MAX_TRANS));
endmodule: fv_sb_inorder
==> flow/run.sh <==
#!/bin/bash
# OpenROAD 26Q1-2900-gdf79404cd8, Yosys 0.63+post, stock flow scripts
make -C /OpenROAD-flow-scripts/flow DESIGN_CONFIG=/design/flow/config.mk WORK_HOME=/design/flow/orfs finish
==> flow/config.mk <==
export PLATFORM = sky130hd
export DESIGN_NAME = fv_sb_inorder
export DESIGN_NICKNAME = fv_sb_inorder
export VERILOG_FILES = /design/flow/design.v
export SDC_FILE = /design/flow/constraint.sdc
export NUM_CORES = 4
export LEC_CHECK = 1
export CORE_AREA = 10 10 70 70
export DIE_AREA = 0 0 80 80
export SYNTH_HDL_FRONTEND = slang
==> flow/constraint.sdc <==
current_design fv_sb_inorder

set clk_period 2.6
set clk_io_pct 0.2

create_clock -name clk0 -period $clk_period [get_ports {clk}]

set non_clock_inputs [all_inputs -no_clocks]
set_input_delay [expr $clk_period * $clk_io_pct] -clock clk0 $non_clock_inputs
set_output_delay [expr $clk_period * $clk_io_pct] -clock clk0 [all_outputs]
==> metrics.csv <==
metric,value,unit
number of maximum-capacitance violations,0,
total clock sinks,5,
proportion of power drawn by flip-flops and latches,0.260,
syn_area_per_cell,11.8,sq um
run status,finished clean,
proportion of synthesized chip area in sequential cells,0.426,
die span in y,80,um
R2R Path Start,cntr[0]$_DFF_PN0_,
area fraction in xor and xnor cells,0.119,
Num CTS Buffers,3,
layout overhead on the synthesized area,55.7,%
post-synthesis chip area from yosys,294,sq um
largest register by flop count,cntr,
total DRC errors in the routed layout,0,
count of routing violations after the opening detailed-route iteration,2,
remaining global-route overflow,0,
Critical Path Sink Type,register,
fraction of final layout cells with drive strength greater than 1,0.108,
category of the most critical setup path,in2reg,
maximum fanout encountered on the critical timing path,2,
filler cell count,397,
half-perimeter wire length after placement,532,um
area of the core region,3420,sq um
multiplexer fraction of the synthesized cell area,0,
Starting Density,0.0861,
CP startpoint kind,primary input,
total die size,6400,sq um
fraction of post-synthesis cell area in the top cell type by area,0.426,
Yosys top cell by area,dfrtp_1,
global-route wire length before repair,1170,um
fraction of the mapped netlist area in adder cells,0.281,
worst slew slack as a fraction of its limit,0.843,
clock transition at the registers of the reported paths,0.04,ns
number of gates resized after cts,0,
final setup violating endpoints,0,
cells taking the most area after synthesis,"dfrtp_1 43%, ha_1 21%, xnor2_1 8.9%, inv_1 7.7%, fa_1 6.8%",
area of the mapped netlist,294,sq um
"Registers, synthesis",5,
AO/OA Area Share,0.0979,
die x size,80,um
r2r worst-path depth,8,
maximum clock insertion buffer count,2,
Yosys top cell by instances,inv_1,
Routability Congestion,0.732,
leakage dissipation,0.208,nW
most numerous cell types in the synthesized netlist,"6 x inv_1, 5 x dfrtp_1, 5 x ha_1",
GR Util All Layers,0.0237,
final setup skew,0.00211,ns
reported net switching power,0.211,mW
largest non-sequential cell family by area,adder cells,
Synth async-reset ratio,1.00,
highest ir drop seen on vdd,658,uV
Hold Path Class,in2async,
detailed-routing iteration count for the pre-antenna-repair pass,3,
data arrival time of the critical path,2.34,ns
Avg WL per Cell,7.48,um
count of library flops with an enable pin,0,
count of different cell masters after synthesis,9,
number of I/O port buffers,8,
number of antenna violations at the first check in global routing,0,
Post-DRT Antenna Nets,0,
clk root buf,clkbuf_4,
required time of the worst setup path,2.77,ns
registers with the most flip-flops,cntr (5),
logic gate share of total power,0.585,
flip-flop count of the largest register after layout,5,
number of warnings in the stage logs,33,
TritonCTS clock tree,done,
ratio of total power to cell area,1330,nW/um^2
DRT Wirelength,621,um
via count of the first global-routing pass,253,
slew at the pin closest to its max-slew limit,0.235,ns
switch share,0.347,
number of pins exceeding their max-slew limit in the final report,0,
Post-Synth Simple-Gate Area,0,
area taken by flip-flops and latches,125,sq um
CTS HTree Levels,1,
RSZ-0062 raised after global routing,no,
main flop type,dfrtp_1,
hold violation total from the final report,0,
warning count from the yosys run,1,
post-layout minimum cycle time,2.17,ns
"Clk Latency, worst-skew pair",0.25,ns
Hold Buf Count CTS,0,
total number of vias,204,
share of the clock period used by the worst path after layout,0.833,
antenna cell count,0,
number of buffers inserted to repair setup after CTS,0,
Critical R2R Capture,cntr[4]$_DFF_PN0_,
IO Pins,17,
Reg2Reg Setup Slack,0.73,ns
Internal Power,0.397,mW
clock network fraction of design power,0.155,
FMAX,462,MHz
yosys cell count,25,
largest net degree at the start of global routing,6,
number of cell rows,21,
Total Power,0.607,mW
Sum Neg Setup Slack,0,ns
gate count after technology mapping,25,
Vias per Instance,2.46,
total area of multi-input combinational cells,146,sq um
## critical path, stage by stage
cell and delay (ns):
clkdlybuf4s50_1 0.40, ha_1 0.28, inv_1 0.04, ha_1 0.20
fa_1 0.44, a21o_1 0.19, a21oi_2 0.14, xnor2_1 0.12
## cell usage in the layout (no fill, tap or decap)
| master | instances |
|---|---|
| clkbuf_4 | 3 |
| inv_1 | 6 |
| xnor2_1 | 3 |
| a21o_1 | 2 |
| a21oi_2 | 1 |
| clkdlybuf4s50_1 | 8 |
| clkbuf_1 | 1 |
| xor2_1 | 1 |
| ha_1 | 5 |
| a21oi_1 | 1 |
| dfrtp_1 | 5 |
| fa_1 | 1 |
## power by group through the flow
stage	sequential [mW]	clock [mW]	combinational, mW
finish	0.158	0.0940	0.355
global route	0.166	0.105	0.420
CTS	0.159	0.0971	0.369
## through the flow
stage	setup WS [ns]	area [sq um]	std cells	utilization	hold WS, ns
after floorplan	0.680	294	25	-	0.224
after detailed placement	0.180	432	79	0.126	0.595
after global routing	0.319	458	83	0.134	0.496
final	0.433	458	83	0.134	0.493
after CTS	0.423	458	83	0.134	0.494
after global placement	0.211	432	79	0.126	0.594
## area by class of cell
| type | count | share of cell area |
|---|---|---|
| well taps | 46 | 0.126 |
| inverters | 6 | 0.0492 |
| clock buffers | 4 | 0.0574 |
| repair buffers | 8 | 0.175 |
| flip-flops and latches | 5 | 0.273 |
| multi-input cells | 14 | 0.320 |
## layer usage
metal / wire length [um] / vias to the layer above / global-route usage
met5: 0 / - / 0
met4: 8 / 0 / 0.00528
met3: 92 / 2 / 0.0227
met2: 167 / 12 / 0.0241
met1: 354 / 88 / 0.0328
li1: - / 102 / -
## logic make-up (layout without fill, tap and decap cells)
| kind of cell | after synthesis | in the layout |
|---|---|---|
| compound gates | 4 | 4 |
| fa+ha+maj | 6 | 6 |
| xor+xnor | 4 | 4 |
| flops | 5 | 5 |
| buf+inv | 6 | 18 |
## worst max path at each step
| stage | startpoint | end | slack [ns] | depth (start not counted) |
|---|---|---|---|---|
| final | pop_valid | cntr[4]$_DFF_PN0_ | 0.43 | 8 |
| after global routing | pop_valid | cntr[4]$_DFF_PN0_ | 0.32 | 8 |
| after CTS | pop_valid | cntr[4]$_DFF_PN0_ | 0.42 | 8 |
Power is estimated from default activity; no workload was simulated.
